==> design.v <==
`timescale 1ns / 1ps
module ID_EX_reg(
    input [31:0] NPC_in,
    input [31:0] A_in,
    input [31:0] B_in,
    input [31:0] Imm_in,
    input [31:0] IR_in,
	input clk,
    output [31:0] NPC_out,
    output [31:0] A_out,
    output [31:0] B_out,
    output [31:0] Imm_out,
    output [31:0] IR_out
    );
reg [31:0] NPC;
reg [31:0] IR;
reg [31:0] A;
reg [31:0] B;
reg [31:0] Imm;
assign NPC_out = NPC;
assign IR_out = IR;
assign A_out = A;
assign B_out = B;
assign Imm_out = Imm;
always @(posedge clk)
	begin
	 NPC <= NPC_in ;
	 IR <= IR_in ;
	 A <=  A_in;
	 B <=  B_in;
	 Imm <= Imm_in;
   end
endmodule
==> run.sh <==
#!/bin/bash
# OpenROAD 26Q1-2900-gdf79404cd8, Yosys 0.63+post, stock flow scripts
make -C /OpenROAD-flow-scripts/flow DESIGN_CONFIG=/design/flow/config.mk WORK_HOME=/design/flow/orfs finish
==> config.mk <==
export PLATFORM = sky130hd
export DESIGN_NAME = ID_EX_reg
export DESIGN_NICKNAME = ID_EX_reg
export VERILOG_FILES = /design/flow/design.v
export SDC_FILE = /design/flow/constraint.sdc
export NUM_CORES = 4
export LEC_CHECK = 1
export CORE_AREA = 10 10 165 165
export DIE_AREA = 0 0 175 175
==> constraint.sdc <==
current_design ID_EX_reg

set clk_period 1.0
set clk_io_pct 0.2

create_clock -name clk0 -period $clk_period [get_ports {clk}]

set non_clock_inputs [all_inputs -no_clocks]
set_input_delay [expr $clk_period * $clk_io_pct] -clock clk0 $non_clock_inputs
set_output_delay [expr $clk_period * $clk_io_pct] -clock clk0 [all_outputs]
==> reports/metrics.yaml <==
power:
  p_per_area_nw_per_um2: 2200
  p_int_mw: 11.9
  p_comb_share_pct: 6.3
  max-vdd-ir-drop_v: 0.000890
  p_leak_nw: 2.93
  clkPwrFrac_pct: 47.8
  netSwitchingPower_mw: 2.88
  swShare_pct: 19.4
  seqPwrFrac_pct: 45.9
setup_path:
  worst_setup_path_end_kind: "output pin"
  crit_end: "A_out[11]"
  crit_slowest_cell: "dfxtp_4"
  path_buffers: 1
  crit_cells: 1
  cp_data_required_time_ns: 0.80
  crit_path_max_incr_delay_ns: 0.36
  startpoint_type: "flop"
  crit_start: "A[11]"
  worst-path-max-fanout: 1
  path_class: "flop to output pin"
  cp_cell_sequence: "buf_6"
  critPathTopFamily: "flip-flops"
  cp.arrival_ns: 0.89
clock_tree:
  clock-sinks: 160
  post-cts-setup-buffer-count: 0
  cts.clk_slew.worst_paths_ns: 0.06
  ctsHtreeMaxLevel: 4
  cts-root-buf: "clkbuf_16"
  hold_buffers: 0
  cts_buffers: 17
  tritoncts: "built"
  clk_path_buf_depth: 2
final_timing:
  min_period_ns: 1.09
  grt_setup_unrepaired: "true"
  drv_slew: 0
  clock.fmax_mhz: 917
  final-hold-violation-count: 0
  worst_slack_ns: -0.0901
  post-route-period-util_pct: 109
  timing.hold.ws_ns: 0.216
  relSlewSlack_pct: 88.1
  worst_pin_slew_ns: 0.178
  tns_ns: -2.02
  setup_viol: 154
floorplan:
  core_area_um2: 23500
  dieHeight_um: 175
  die_area_um2: 30600
  die_w_um: 175
  rows: 56
  pin_count: 321
  initCoreUtil_pct: 13.6
detailed_routing:
  detail-route-antenna-nets: 0
  viasPerCell: 2.92
  wl_per_cell_um: 15.5
  dr_total_vias: 2425
  routed_wl_mm: 12.9
  antennaDiodeCount: 0
  dr.pass1.iters: 3
  drt_iter0_markers: 47
  drc: 0
final_layout:
  final_cell_area_um2: 6740
  logic_area_um2: 0
  layout-drive-gt1-share_pct: 42.1
  layout_top_cell: "clkdlybuf4s50_1"
  lay_top_cells: "clkdlybuf4s50_1, buf_2, dfxtp_1, dfxtp_2, clkbuf_16"
  syn2layout_area_growth_pct: 111
  num-multi-input-gates: 0
place:
  port_buffers: 320
  gp_congestion: 0.786
  place_area_um2: 6810
  dp_hpwl_mm: 10.7
  pre_cts_ws_ns: -0.223
synthesis:
  post_synth.cell_area_avg_um2: 20.0
  yosysWarnings: 1
  synth_flops: 160
  syn_area_um2: 3200
  yosysTopAreaCellShare_pct: 100
  synth_area_leader_cell: "dfxtp_1"
  yosysChipArea_um2: 3200
  yosysUniqueCellTypes: 1
  area_leaders: "dfxtp_1"
  synth_cells: 160
  yosysSeqAreaShare_pct: 100
  yosysCellCount: 160
run_status:
  status: "complete, but fails checks"
  violations: "setup timing"
worst_hold_path:
  hold_class: "input pin to flop"
job:
  maxCapViolCount: 0
  tool_warnings: 27
global_routing:
  grt_pass1_vias: 2693
  track_usage_pct: 8.05
  grt_pass1_wl_mm: 18.2
  grt_max_degree: 17
  grt_overflow_total: 0
  antenna_found_initial: 0
[registers in the layout (all words and copies together) (netlist names)]
register  flops
B            32
A            32
Imm          32
NPC          32
IR           32
[layout make-up]
class	instances	area, um2
clock inverter	12	208
sequential	160	3240
tap	319	399
timing repair buffer	320	2460
clock buffer	19	433
fill	2493	16800
[worst min path at each step]
stage | from | cells past startpoint | endpoint | slack, ns
4_1_cts | A_in[11] | 1 | A[11] | 0.19
5_1_grt | A_in[11] | 1 | A[11] | 0.18
6_report | A_in[11] | 1 | A[11] | 0.22
[kinds of logic (layout without fill, tap and decap cells)]
logic type | Yosys count | after routing | share of synthesized area (%)
buffers and inverters | 0 | 351 | 0
flip-flops | 160 | 160 | 100
[stage by stage]
| step | cells | util [%] | power (mW) |
|---|---|---|---|
| floorplan | 160 | - | 6.85 |
| global placement | 799 | 28.9 | 8.21 |
| detailed placement | 799 | 28.9 | 8.21 |
| CTS | 830 | 28.4 | 15.2 |
| global route | 830 | 28.6 | 15.5 |
| finish | 830 | 28.6 | 14.8 |
[Yosys cell counts (all sizes together)]
cell,number
dfxtp,160
[power groups by stage]
stage	clock [mW]	sequential, mW	combinational [mW]
CTS	7.40	6.79	0.963
global route	7.68	6.83	1.02
finish	7.09	6.80	0.939
[layer usage]
metal	vias up	track usage [%]	routed length (um)	share of wire (%)
met5	-	0	0	0
met4	0	1.13	177	1.4
met3	10	5.01	1710	13
met2	171	13.9	6440	50
met1	1073	8.29	4560	35
li1	1171	-	-	-
[what timing repair did]
| action | in CTS | in global routing |
|---|---|---|
| resized | 545 | 19 |
| setup endpoints to repair | 160 | 160 |
| pin swaps | 0 | 0 |
No activity file was given, so power comes from the tool's default toggle rates.
