<file path="flow/constraint.sdc">
current_design Reg_Bank

set clk_period 6.4
set clk_io_pct 0.2

create_clock -name clk0 -period $clk_period [get_ports {wr}]

set non_clock_inputs [all_inputs -no_clocks]
set_input_delay [expr $clk_period * $clk_io_pct] -clock clk0 $non_clock_inputs
set_output_delay [expr $clk_period * $clk_io_pct] -clock clk0 [all_outputs]
</file>
<file path="flow/config.mk">
export PLATFORM = sky130hd
export DESIGN_NAME = Reg_Bank
export DESIGN_NICKNAME = Reg_Bank
export VERILOG_FILES = /design/flow/design.v
export SDC_FILE = /design/flow/constraint.sdc
export NUM_CORES = 4
export LEC_CHECK = 1
export CORE_UTILIZATION = 30
</file>
<file path="flow/run.sh">
#!/bin/bash
# OpenROAD 26Q1-2900-gdf79404cd8, Yosys 0.63+post, stock flow scripts
make -C /OpenROAD-flow-scripts/flow DESIGN_CONFIG=/design/flow/config.mk WORK_HOME=/design/flow/orfs finish
</file>
<file path="flow/design.v">
`timescale 1ns / 1ps
module Reg_Bank(
    input [4:0] rs,
    input [4:0] rt,
    output [31:0] A,
    output [31:0] B,
    input [4:0] rd,
    input [31:0] data_rd,
    input wr
    );
reg [31:0] Reg [0:31] ;
reg [31:0]RegA;
reg [31:0]RegB;	 
assign A=Reg[rs];
assign B=Reg[rt];
 always @(posedge wr)
	begin
	Reg[rd]= data_rd;
	end
endmodule
</file>
==> impl_metrics.csv <==
group,metric,value,unit
outcome,outcome,"finished, final reports clean",
power,p_leak,20.0,nW
timing,fmax,0.184,GHz
clocking,post_cts_buffers,0,
timing,maxSlewViolCount,0,
yosys,synthDistinctLibCells,25,
floorplanning,die_w,404,um
global_routing,grt_pass1_vias,31852,
clocking,cts_resized,0,
clocking,cts_root_buf,"clkbuf_16",
route,drt_iter0_markers,1912,
timing,fin_crit,5.45,ns
yosys,ys_ff,1024,
timing,fin_tns_setup,0,ns
critical_path,crit_arrival,4.17,ns
timing,tightest_slew,0.888,ns
floorplanning,fp-utilization,0.302,
yosys,synth.area.top_cells,"edfxtp_1 (63%), mux2i_1 (21%), a22oi_1 (5.0%)",
route,wl_per_cell,27.9,um
place,numPortBuffers,111,
flow_run,warnings,26,
yosys,synth_async_sr_flop_share,0,
critical_path,critical_path.max_fanout,18,
global_routing,track_usage,0.203,
yosys,avgSynthCellArea,14.6,um^2
yosys,ys_chip_area,0.0485,mm^2
yosys,ys_seq_frac,0.634,
route,avgViaCountPerCell,5.42,
critical_path,crit_slowest_cell,"clkdlybuf4s50_1",
floorplanning,top_level_ports,112,
layout,largest_reg_flops,1024,
floorplanning,chip_area,0.163,mm^2
power,powerDensity,263,mW/mm^2
flow_run,maxCapViolCount,0,
clocking,postCtsHoldBufs,0,
floorplanning,coreArea,0.161,mm^2
yosys,yosysWarnings,1,
route,vias,30817,
critical_path,end_kind,"output port",
clocking,cts_tree,"yes",
floorplanning,die_y,404,um
global_routing,antenna_found_initial,11,
yosys,synthFlopType,"edfxtp_1",
layout,final_cells,5682,
place,gp_congestion,0.870,
critical_path,critPathRequiredTime,5.12,ns
clocking,cts.path.max_buffers,3,
route,antenna_cells,0,
route,drc,0,
critical_path,crit_type,"input port to output port",
power,seqPwrFrac,0.515,
yosys,yosysCellCount,3324,
min_path,hold_path.class,"input port to flip-flop",
clocking,clk_pin_slew,0.06,ns
layout,drive_gt1_frac,0.0985,
place,dp_hpwl,91200,um
yosys,edf_count,1024,
power,p_comb_frac,0.102,
critical_path,critPathMaxStageDelay,0.60,ns
critical_path,worst-path-buf-inv,4,
floorplanning,num_rows,147,
layout,fillers,15173,
clocking,h-tree-depth,3,
timing,whs,1.38,ns
yosys,synth_top_cell_by_area,"edfxtp_1",
clocking,cts_sinks,1024,
power,ir_worst_vdd,0.189,mV
timing,period_used_share,0.851,
route,drt-total-wl,158000,um
yosys,common_cells,"edfxtp_1 (1024), mux2i_1 (1024), a22oi_1 (320)",
global_routing,grt-ovfl-total,0,
yosys,synth_area,0.0485,mm^2
power,switching_power,3.52,mW
timing,final_hold_viol_count,0,
timing,finalSetupViolations,0,
route,dr.pass1.iters,5,
yosys,postSynthCellCount,3324,
clocking,cts_buffers,101,
yosys,top_cell_area_share,0.634,
power,power.internal,11.2,mW
global_routing,grt_max_degree,93,
route,ant_nets,0,
place,post-place-cells,5505,
global_routing,grt_pass1_wl,224000,um
timing,rsz0062_at_grt,"false",
critical_path,cp-start-kind,"input port",
timing,max_slew_margin,0.408,
critical_path,path_cells,"clkdlybuf4s50_1 > or2_2 > buf_4 > buf_4 > nor3_1 > a31oi_1 > nand3_1 > clkdlybuf4s50_1",
layout,area_delta_synth_final,15.2,%
power,switching_share,0.240,
power,p_clk_frac,0.382,
critical_path,cp_top_family,"buffers and inverters",
-- layout by cell type (no fill, tap or decap), types with 2 or more instances in the layout --
cell type,netlist,final
nor2b_4,0,4
nor3_1,32,32
inv_6,0,3
or3b_2,2,2
edfxtp_1,1024,1024
and2_4,0,2
clkinv_2,0,16
nand4_1,32,32
nor2_4,0,35
nand2b_1,5,2
clkinvlp_4,0,2
clkinv_8,0,2
a31oi_1,32,32
a22oi_1,320,320
nand3_1,225,225
bufinv_16,0,5
buf_8,0,2
nand3b_1,3,3
clkbuf_1,96,27
buf_4,57,132
buf_12,0,33
nand2b_2,0,3
clkinv_1,0,21
clkbuf_16,0,101
clkdlybuf4s50_1,0,109
a22o_1,64,64
a21oi_1,128,128
or2_2,2,2
nand2_1,131,130
mux2i_1,1024,1024
-- path summary, 6_finish.rpt --
check	endpoint	cells after the start	slack (ns)	startpoint
worst max-delay path	A[4]	8	0.95	rs[3]
worst min-delay path	Reg[20][14]	2	1.38	data_rd[14]
-- layout make-up --
type / count / area, um^2 / share of cell area
clock inverter: 49 / 383 / 0.00685
multi-input combinational: 2045 / 16600 / 0.298
timing repair buffer: 276 / 2770 / 0.0496
clock buffer: 128 / 2630 / 0.0471
tap: 2160 / 2700 / 0.0484
sequential: 1024 / 30700 / 0.551
-- power by group through the flow --
stage | Clock [mW] | Sequential, mW | Combinational (mW)
CTS | 5.70 | 7.57 | 1.50
global route | 5.94 | 7.59 | 1.60
finish | 5.62 | 7.58 | 1.51
-- logic make-up (layout without fill, tap and decap cells) --
family	Yosys count	after routing	share of synthesized area
simple gates	477	477	0.0465
compound gates	544	544	0.0784
mux	1024	1024	0.211
buf+inv	255	453	0.0296
flops	1024	1024	0.634
-- routing by layer --
metal  share of wire  vias to the layer above  global-route usage
li1                -                    13517                   -
met1            0.36                    15196               0.243
met2            0.45                     1795               0.300
met3            0.16                      285               0.148
met4           0.026                       24              0.0435
met5          0.0020                        -             0.00892
-- metrics by stage --
step           utilization  worst slack (ns)  instance area, um^2  total power [mW]
2_1_floorplan            -              2.78                48500              8.50
3_3_place_gp         0.329             0.972                52800              9.21
3_5_place_dp         0.329             0.971                52800              9.22
4_1_cts              0.348             0.963                55900              14.8
5_1_grt              0.348             0.828                55900              15.1
6_report             0.348             0.954                55900              14.7
Power is estimated from default activity; no workload was simulated.
